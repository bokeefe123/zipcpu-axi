--- design/flow/run.sh ---
#!/bin/bash
# OpenROAD 26Q1-2900-gdf79404cd8, Yosys 0.63+post, stock flow scripts
make -C /OpenROAD-flow-scripts/flow DESIGN_CONFIG=/design/flow/config.mk WORK_HOME=/design/flow/orfs finish
--- design/flow/config.mk ---
export PLATFORM = sky130hd
export DESIGN_NAME = counter
export DESIGN_NICKNAME = counter
export VERILOG_FILES = /design/flow/design.v
export SDC_FILE = /design/flow/constraint.sdc
export NUM_CORES = 4
export LEC_CHECK = 1
export CORE_AREA = 10 10 70 70
export DIE_AREA = 0 0 80 80
export SYNTH_HDL_FRONTEND = slang
--- design/flow/constraint.sdc ---
current_design counter

set clk_period 1.3
set clk_io_pct 0.2

create_clock -name clk0 -period $clk_period [get_ports {clk}]

set non_clock_inputs [all_inputs -no_clocks]
set_input_delay [expr $clk_period * $clk_io_pct] -clock clk0 $non_clock_inputs
set_output_delay [expr $clk_period * $clk_io_pct] -clock clk0 [all_outputs]
--- design/flow/design.v ---
module counter(
  input wire clk,
  input wire reset_n,
  output reg [7:0] count
);
  always @ (posedge clk or negedge reset_n) begin
    if (!reset_n)
      count <= 8'd0;
    else
      count <= count + 1;
  end
endmodule
==> Changelog: implementation <==
### Implementation results

- Outcome: finished, final reports clean
- Final setup TNS: 0 ns
- Max Freq: 0.879 GHz
- Commonest cells in the netlist: dfrtp_1 (8), xnor2_1 (3), xor2_1 (3), nand2_1 (2), nand3_1 (2)
- Syn Inst Count: 24
- Synthesis-to-layout area growth: 71.9%
- DR vias: about 240
- I/O Buffers: 9
- Critical R2R Capture: count[7]
- Worst path depth: 1
- Worst path max stage delay: about 0.38 ns
- CTS tree: yes
- WHS: roughly 0.29 ns
- Core footprint: roughly 3400 µm²
- Leak Pwr: around 0.27 nW
- Total wire length: roughly 780 µm
- Worst setup EP type: output pin
- Die span in y: around 80 µm
- Avg Cell Area, Syn: roughly 13 µm²
- Worst R2R Path Depth: 5
- CTS Buf Count: 3
- Final Max Tran Viols: 0
- Critical path cell sequence: dlygate4sd2_1
- Comb pwr share: 0.017
- Sequential share of power: 0.568
- Gr usage total: 0.0272
- Cell-internal power: ~0.36 mW
- Share of layout cells above drive strength 1: 0.311
- HP Class: input pin to asynchronous set/reset pin
- Cell Pwr Density: about 810 nW/µm²
- Ys cells: 24
- Final setup fails: 0
- Biggest area cells: dfrtp_1 (63%), xnor2_1 (8.3%), xor2_1 (8.3%)
- Site row count: 21
- Clock sinks: 8
- Clock H-tree levels: 1
- Number of enable flip-flop cells: 0
- Worst IR Drop VDD: around 340 µV
- HPWL Detailed: between 500 and 600 µm
- Seq/Total Area, Yosys: 0.632
- Crit path buf inv count: 1
- Critical path's top delay family: flip-flops
- Diodes inserted: 0
- Critical path capture point: count[1]
- Worst-Margin Slew: ~0.36 ns
- Drt wl/cell: ~8.5 µm
- Clock skew: between 0.003 and 0.004 ns
- Worst-case clock buffer depth: 2
- Largest regs: count (8)
- R2R Setup Slk: around 0.18 ns
- Slew HR: 0.757
- Crit. Startpoint: count[1]
- Worst EP required: around 1.0 ns
- Pre-antenna DRT Iters: 2
- Count of tool warnings: 25
- Synth top cell by count: dfrtp_1
- Vias in the first global route: around 270
- Crit path max fanout: 2
- Area leader share: 0.632
- Root Driver: clkbuf_4
- IO Pins: 10
- Final hold viol count: 0
- Most area-hungry cell type in the Yosys netlist: dfrtp_1
- CP arrival: 0.88 ns
- RD Place Congestion: 0.727
- Pre-Place Util: 0.0927
- Fraction of power consumed by the clock network: 0.415
- Flops after synth: 8
- Critical path launch point type: register
- Clock latency (worst-skew pair): 0.25 ns
- Grt total ovfl: 0
- Net switching power: between 0.08 and 0.09 mW
- DRC viols: 0
- Max reg flops: 8
- Antenna violations before repair: 0
- Antenna Nets Post-Route: 0
- YS chip area: 317 µm²
- RSZ-0062 raised after global routing: no
- Largest net degree at the start of global routing: 9
- Min Tclk post-route: roughly 1.1 ns
- Critical path's slowest cell: dfrtp_1
- Critical path type: register to output pin
- Die area: ~6400 µm²
- Switching Fraction: 0.186
- Vias per cell: about 2.6
- Final Cycle Share: 0.875
- Mapped Area: 317 µm²
- First-pass GRT wire length: around 1300 µm
- Cell Type Count: 11
- Most flops, register: count
- Asr flop ratio synth: 1.00
- # Max-Cap Violations: 0
- Total power: about 0.44 mW
- Worst r2r src: count[2]
- Worst-path clk slew: roughly 0.050 ns
- Synth warnings: 0
- Ys flop type: dfrtp_1
- Die width: roughly 80 µm
- Initial DRC count: 13
## area by class of cell
class | count | area, µm²
inverter | 1 | 3.75
multi-input combinational | 15 | 113
tap | 46 | 57.6
clock buffer | 3 | 22.5
sequential | 8 | 200
fill | 391 | 2870
timing repair buffer | 18 | 148
## metrics by stage
| step | setup WS (ns) | utilization | std cells | area (µm²) |
|---|---|---|---|---|
| 2_1_floorplan | 0.394 | - | 24 | 317 |
| 3_3_place_gp | 0.139 | 0.138 | 80 | 472 |
| 6_report | 0.163 | 0.159 | 91 | 544 |
| 4_1_cts | 0.151 | 0.159 | 91 | 544 |
| 5_1_grt | 0.0796 | 0.159 | 91 | 544 |
| 3_5_place_dp | 0.128 | 0.138 | 80 | 472 |
## power by group through the flow
stage | Combinational [mW] | Clock [mW] | Sequential [mW]
final | 0.00730 | 0.182 | 0.249
after CTS | 0.00766 | 0.187 | 0.249
after global routing | 0.00833 | 0.211 | 0.249
## placed cells by master, fill, tap and decap left out
master and n:
nand3_1 2, xnor2_1 3, nor2_1 1, and3_1 1, ha_1 1, nand2_1 2
nand3_2 1, xor2_1 3, dlygate4sd2_1 8, inv_1 1, clkdlybuf4s50_1 1, dfrtp_1 8
clkbuf_4 3, nor3_2 1, buf_4 9
## what timing repair did
action	CTS	global route
gates resized	8	0
setup endpoints to repair	8	0
buffers inserted	8	0
hold buffers	0	0
## metal layers
metal	wire length, µm	up-vias	track usage	share of wire
met5	0	-	0	0
met4	0	0	0.00176	0
met3	149	0	0.0295	0.19
met2	242	11	0.0281	0.31
met1	384	106	0.0372	0.49
li1	-	121	-	-
## how the worst min path moves through the flow
stage | start | endpoint | slack (ns) | cells past startpoint
CTS | reset_n | count[6] | 0.30 | 1
global route | reset_n | count[5] | 0.30 | 1
finish | reset_n | count[1] | 0.29 | 1
## logic make-up after synthesis
family / synth area share
AND/OR/NAND/NOR: 0.150
buffers and inverters: 0.0118
adder cells (fa/ha/maj): 0.0395
XOR/XNOR: 0.166
flip-flops: 0.632
No activity file was given, so power comes from the tool's default toggle rates.
